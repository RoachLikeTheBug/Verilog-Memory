File: run.sh
#!/bin/bash
# OpenROAD 26Q1-2900-gdf79404cd8, Yosys 0.63+post, stock flow scripts
make -C /OpenROAD-flow-scripts/flow DESIGN_CONFIG=/design/flow/config.mk WORK_HOME=/design/flow/orfs finish
File: constraint.sdc
current_design timer_250ms

set clk_period 4.3
set clk_io_pct 0.2

create_clock -name clk0 -period $clk_period [get_ports {clk}]

set non_clock_inputs [all_inputs -no_clocks]
set_input_delay [expr $clk_period * $clk_io_pct] -clock clk0 $non_clock_inputs
set_output_delay [expr $clk_period * $clk_io_pct] -clock clk0 [all_outputs]
File: design.v
module timer_250ms (
	input wire clk, reset,
	output wire rollover
);
reg [23:0] i;
reg roll;
assign rollover = roll;
initial begin
	roll = 1'b0;
	i = 24'h000000;
end
always @ (*) begin
	if (i == 24'hbebc1f) begin  
		roll = 1'b1;
	end 
	else begin
		roll = 1'b0;
	end
end
always @ (posedge clk) begin
	case (reset)
		1'b0: i <= (i < 24'hbebc1f) ? (i + 24'h000001) : 24'h000000;
		1'b1: i <= 24'h000000;
	endcase
end
endmodule 
File: config.mk
export PLATFORM = sky130hd
export DESIGN_NAME = timer_250ms
export DESIGN_NICKNAME = timer_250ms
export VERILOG_FILES = /design/flow/design.v
export SDC_FILE = /design/flow/constraint.sdc
export NUM_CORES = 4
export LEC_CHECK = 1
export CORE_AREA = 10 10 94 94
export DIE_AREA = 0 0 104 104
==> metrics.yaml <==
topCellsByArea: "dfxtp_1, nor3_1, xnor2_1, nand4_1, a211oi_1"
routabilityCongestion: 0.800
crit_arrival_ns: 2.05
post_synth_instance_area_mm2: 0.00121
crit_fanout: 6
synthArstFlopShare_pct: 0
syn_to_final_growth_pct: 13.0
final_cell_count_no_fill: 231
ys_cells: 137
cts_max_path_buffers: 2
rsz0062_at_grt: "no"
cp_cell_sequence: "nand4_1, or3_1, nor3_1, clkdlybuf4s50_1"
power_density_mw_per_mm2: 284
cts_buffers: 3
drcViolationCount: 0
holdBufCountCts: 0
cp_data_required_time_ns: 3.44
finClkSkew_ns: 0.00594
ant_nets: 0
critPathCaptureType: "primary output"
n_antenna_cell: 0
dieWidth_um: 104
max_cap_viol_count: 0
edf_count: 0
synth_area_per_cell_um2: 8.83
grtUsageTotal_pct: 4.36
pin_count: 3
drtIter0Drc: 83
hold_class: "flip-flop to flip-flop"
ys_types: 32
cpMaxStageDelayCell: "clkdlybuf4s50_1"
final-comb-area_um2: 681
fin_crit_sh_pct: 67.7
yosys_warnings: 1
fillCellCount: 784
finalHoldViolCount: 0
cp_top_family: "simple AND/OR/NAND/NOR gates"
wirelength_um: 2350
cts_num_sinks: 24
preCtsSetupSlack_ns: 1.71
first_pass_iters: 4
synth.top_cell.area_share_pct: 39.7
ir_drop_mv: 0.289
die_h_um: 104
cts_max_level: 1
yosysSeqAreaShare_pct: 39.7
status: "complete, no violations"
ff_type: "dfxtp_1"
slew_headroom_pct: 46.7
overflow: 0
cts_root_buffer: "clkbuf_8"
worst_skew_pair.late_latency_ns: 0.26
setup_slack_ns: 1.39
postLayoutCellArea_mm2: 0.00137
ys_chip_area_mm2: 0.00121
finalSetupViolCount: 0
setup_tns_ns: 0
synth_area_leader_cell: "dfxtp_1"
total_power_mw: 0.388
initCoreUtil_pct: 17.7
wl_per_cell_um: 10.2
cts_tree: "built"
vias: 960
numSynthFlops: 24
path_class: "flip-flop to primary output"
cts_resized: 0
path_clk_slew_ns: 0.09
slew_violations: 0
die_area_mm2: 0.0108
warnings: 25
max_stage_delay_ns: 0.51
antenna_found_initial: 0
worstMarginPinSlew_ns: 0.799
start_kind: "flip-flop"
regArea_um2: 480
port_buffers: 2
min_period_ns: 2.91
critical_path_buf_inv_count: 1
post_cts_buffers: 0
placed_area_mm2: 0.00131
grt_first_pass_wirelength_um: 4160
regMostFlops: "i"
fmax_mhz: 343
coreArea_mm2: 0.00683
drive_above_1_share_pct: 8.89
grt_max_degree: 25
syn_inst: 137
vias_per_cell: 4.16
hpwl_um: 1600
post-place-cells: 227
rows: 30
largest_reg_flops: 24
top_regs: "i: 24 flops"
first_global_vias: 872
p_leak_nw: 0.355
-- Yosys cell counts, types with 4 or more instances --
master,count
dfxtp_1,24
nor3_1,16
nand2_1,9
nand4_1,9
nand3_1,8
xnor2_1,8
a211oi_1,7
or3_1,7
clkbuf_1,5
o21ai_0,5
xor2_1,5
nor2_1,4
nor4_1,4
-- tightest hold or removal path, cell delays in order, from the launching register on --
cell and delay [ns]:
dfxtp_1 0.33, inv_1 0.05, a211oi_1 0.05
-- path summary, 6_finish.rpt --
check / from / to / slack (ns) / cells after the start
setup / recovery: i[18] / rollover / 1.39 / 4
hold / removal: i[23] / i[23] / 0.48 / 2
setup reg to reg: i[18] / i[1] / 2.16 / 5
hold reg to reg: i[23] / i[23] / 0.48 / 2
-- where the power goes --
part           internal [mW]  leakage (nW)  switching (mW)
combinational        0.00371         0.133         0.00568
clock                 0.0816        0.0288          0.0701
sequential             0.224         0.194         0.00257
-- layout by cell type (no fill, tap or decap), drive strengths merged --
cell type,synthesis,routed
a211oi,9,9
a21o,1,1
a311oi,1,1
and3,2,2
and4,2,2
buf,3,1
clkbuf,6,4
clkdlybuf4s50,0,2
dfxtp,24,24
ha,1,1
inv,1,1
nand2,9,9
nand3,8,8
nand4,10,10
nand4b,1,1
nor2,4,4
nor3,16,16
nor3b,1,1
nor4,4,4
o21ai,5,5
o21bai,1,1
o31ai,3,3
or3,8,8
or4,4,4
xnor2,8,8
xor2,5,5
-- logic make-up (layout without fill, tap and decap cells) --
logic type	count (synthesis)	count (layout)	synth area share, %
and+or+nand+nor	69	69	33.0
DFF	24	24	39.7
buffers and inverters	10	8	4.03
xor gates and xnor gates	13	13	9.41
adders and majority gates	1	1	1.03
AOI/OAI and AO/OA	20	20	12.8
-- layout make-up --
type                            instances  share of cell area (%)
Clock buffer                            4                    4.03
Inverter                                1                   0.274
Multi-Input combinational cell        103                    49.8
Sequential cell                        24                    35.1
Tap cell                               96                    8.78
Timing Repair Buffer                    3                    2.01
-- layer usage --
metal  track usage, %  wire length, um  vias to the layer above
li1                 -                -                      513
met4            0.398               19                        0
met1             6.50             1310                      438
met3             1.13               68                        2
met5                0                0                        -
met2             6.35              952                        7
-- stage by stage --
stage,hold slack [ns],util (%)
2_1_floorplan,0.448,-
3_3_place_gp,0.469,19.2
3_5_place_dp,0.470,19.2
4_1_cts,0.483,20.0
5_1_grt,0.528,20.0
6_report,0.481,20.0
No activity file was given, so power comes from the tool's default toggle rates.
