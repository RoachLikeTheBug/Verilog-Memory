$ cat ./config.mk
export PLATFORM = sky130hd
export DESIGN_NAME = pulse_gen
export DESIGN_NICKNAME = pulse_gen
export VERILOG_FILES = /design/flow/design.v
export SDC_FILE = /design/flow/constraint.sdc
export NUM_CORES = 4
export LEC_CHECK = 1
export CORE_AREA = 10 10 70 70
export DIE_AREA = 0 0 80 80
$ cat ./constraint.sdc
current_design pulse_gen

set clk_period 1.8
set clk_io_pct 0.2

create_clock -name clk0 -period $clk_period [get_ports {clk}]

set non_clock_inputs [all_inputs -no_clocks]
set_input_delay [expr $clk_period * $clk_io_pct] -clock clk0 $non_clock_inputs
set_output_delay [expr $clk_period * $clk_io_pct] -clock clk0 [all_outputs]
$ cat ./design.v
module pulse_gen (
	input wire clk, load, Sample_Enable,
	output wire ShiftR,
	output wire [1:0] st, nextSt
);
localparam state0 = 2'b00;
localparam state1 = 2'b01;
localparam state2 = 2'b10;
localparam state3 = 2'b11;
reg ping;
reg [3:0] shift_count;
reg [1:0] state, next_state;
assign ShiftR = ping;
assign st = state;
assign nextSt = next_state;
initial begin
	state = state0;
	shift_count = 4'h0;
	ping = 1'b0;
end
always @ (posedge clk) begin 
	case (state) 
		state0: state <= (load) ? next_state : state;
		state1: state <= (Sample_Enable) ? next_state : state;
		state2: state <= (Sample_Enable) ? next_state : state;
		state3: state <= (Sample_Enable) ? next_state : state;
		default: state <= state;
	endcase
end
always @ (*) begin
	case (state)
		state0: next_state = state1;
		state1: next_state = state2;
		state2: next_state = state3;
		state3: next_state = (shift_count < 4'ha) ? state2 : state0;
	endcase
end
always @ (*) begin
	case (next_state) 
		state2: ping = (Sample_Enable) ? 1'b1 : 1'b0;
		default: ping = 1'b0;
	endcase
end
always @ (posedge clk) begin
	if (state == state0) begin
		shift_count <= 4'h0;
	end
	else begin
		case (ping) 
			1'b1: shift_count <= shift_count + 4'h1;
			default: shift_count <= shift_count;
		endcase
	end
end
endmodule 
$ cat ./run.sh
#!/bin/bash
# OpenROAD 26Q1-2900-gdf79404cd8, Yosys 0.63+post, stock flow scripts
make -C /OpenROAD-flow-scripts/flow DESIGN_CONFIG=/design/flow/config.mk WORK_HOME=/design/flow/orfs finish
==> qor.yml <==
outcome: "complete, no violations"
fp-row-count: 21
yosys-stat-cells: 28
crit_slowest_cell: "edfxtp_1"
place_congestion: 0.834
drt-initial-drc-count: 6
power_mw: 0.633
tool_warnings: 26
worstPathMaxFanout: 3
syn_area_um2: 288
antenna_found_initial: 0
dp_hpwl_um: 498
ys_warn_count: 1
top_usage_layer: "met2"
synthTopCellsByCount: "dfxtp_1, nand4_1, nor2_1, o21ai_0"
num_vias: 302
ys_area_um2: 288
cts_root_buffer: "clkbuf_4"
overflow: 0
die_h_um: 80
fp.dieW_um: 80
dr.pass1.iters: 3
clk_latency_ps: 250
grt_util_met1_pct: 1.95
drt-total-wl_um: 768
worstPathArrival_ps: 1350
peakVddDrop_mv: 0.469
drive_gt1_share_pct: 40.4
ff_type: "dfxtp_1"
slew_headroom_pct: 87.6
grt_pass1_wl_um: 1120
min_from: "shift_count[2]"
maxSlewViolCount: 0
coreArea_mm2: 0.00342
final-hold-violation-count: 0
initCoreUtil_pct: 8.42
pin_count: 8
htree_num_levels: 1
yosysSeqAreaShare_pct: 48.7
crit_path_start_kind: "register"
drv_cap: 0
top_cells_by_area: "dfxtp_1, edfxtp_1, mux2i_1, nand4_1, o21ai_0"
ys_ff: 6
finClkSkew_ps: 1.89
top_area_share_pct: 27.8
timing.rr.start: "state[0]"
grt_max_degree: 7
grt_pass1_vias: 295
placed_cells: 84
met2_usage_pct: 3.61
crit_top_cell: "buf_4"
reg2reg_to: "state[0]"
required_ps: 1440
tritoncts: "yes"
drc: 0
path_clk_slew_ps: 50
async_reset_ff_share_pct: 0
avgRoutedWirePerCell_um: 7.84
track_usage_pct: 2.04
path_cells: "buf_4 > buf_4 > clkdlybuf4s50_1"
met3_usage_pct: 1.14
ys_types: 17
final-setup-viol-count: 0
tns_ps: 0
end_kind: "primary output"
via_per_inst: 3.08
cp_top_family: "buffers and inverters"
path_buffers: 3
yosys.cell_count.top_type: "dfxtp_1"
worstHoldPathType: "reg -> reg"
ff2ff_setup_slack_ps: 470
edf_count: 2
clock_sinks: 6
p_per_area_mw_per_mm2: 1170
dieArea_mm2: 0.00640
num_antenna_cells: 0
cts-buffers-inserted: 3
largest_area_cell: "dfxtp_1"
ant_nets: 0
syn_to_final_growth_pct: 88.7
syn_avg_cell_area_um2: 10.3
p_leak_nw: 0.220
post-route-min-period_ps: 1710
fin_crit_sh_pct: 94.9
fmax_mhz: 585
slowest_delay_ps: 420
rsz0062_at_grt: "no"
tightest_slew_ps: 184
path_class: "reg -> out"
clockBufferDepth: 2
fin_cells: 98
io_buffers: 7
synthCells: 28
min_path_cells: 1
final_core_util_pct: 15.9
worst-r2r-cell-count: 3
hold_end: "shift_count[2]"
[through the flow]
step / hold slack, ps / setup WS (ps) / instance area (um2)
finish: 482 / 91.5 / 543
global placement: 470 / -92.5 / 438
detailed placement: 480 / -87.5 / 438
CTS: 492 / -83.5 / 493
floorplan: 457 / 535 / 288
global route: 536 / 38.6 / 543
[kinds of logic after synthesis]
group	Yosys count	synth area share (%)
AND/OR/NAND/NOR	12	23.5
flip-flops	6	48.7
buffers and inverters	1	1.30
AND-OR/OR-AND	5	11.3
adder cells (fa/ha/maj)	1	4.35
multiplexers	3	10.9
[power breakdown]
part | switching [mW] | total, mW | internal [mW] | leakage, nW
sequential | 0.0521 | 0.251 | 0.199 | 0.0518
combinational | 0.0898 | 0.246 | 0.156 | 0.153
clock | 0.0515 | 0.136 | 0.0842 | 0.0150
total | 0.193 | 0.633 | 0.439 | 0.220
[routing by layer]
layer	wire length, um	vias up
met2	354	7
met1	348	140
li1	-	153
met5	0	-
met3	53	2
met4	11	0
[what timing repair did]
item                                   CTS  global route
hold buffers                             0             0
gates resized                            1             2
setup endpoints to repair                2             1
pin swaps                                0             2
setup buffers                            4             6
endpoints found under the hold margin    0             0
[worst max-delay path by stage]
stage / startpoint / end / slack [ps] / cells after the start
finish: state[1] / st[1] / 90 / 3
global route: state[1] / st[1] / 40 / 3
CTS: state[0] / nextSt[1] / -80 / 4
[registers in the layout, summed over array words and instances (netlist names)]
signal       count
shift_count      4
state            2
[placed cells by master (no fill, tap or decap)]
cell type | synthesis | routed
nor2_1 | 3 | 2
dfxtp_1 | 4 | 4
inv_2 | 1 | 1
nor2_2 | 0 | 1
nand4_1 | 3 | 3
nand3_1 | 1 | 1
nand2_1 | 1 | 1
ha_1 | 1 | 1
clkbuf_1 | 0 | 1
or3_1 | 1 | 1
clkbuf_4 | 0 | 3
nand3b_1 | 1 | 1
buf_4 | 0 | 13
edfxtp_1 | 2 | 2
o21ai_0 | 3 | 3
clkdlybuf4s50_1 | 0 | 5
dlygate4sd2_1 | 0 | 1
dlymetal6s2s_1 | 0 | 1
and2_1 | 1 | 1
mux2_2 | 1 | 1
o211ai_2 | 1 | 1
a21oi_1 | 1 | 1
nor2b_2 | 1 | 1
mux2i_1 | 2 | 2
[layout make-up]
cell class                      instances  area (um2)
Clock buffer                            4        26.3
Timing Repair Buffer                   20         169
Sequential cell                         6         140
Fill cell                             399        2870
Inverter                                1        3.75
Multi-Input combinational cell         21         146
Tap cell                               46        57.6
Power is estimated from default activity; no workload was simulated.
