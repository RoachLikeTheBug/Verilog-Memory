==> design/flow/design.v <==
module hex_disp (
	input wire deci,
	input wire [3:0] hexVal,
	output wire [7:0] hexDisp
);
reg [7:0] hexConv;
assign hexDisp = hexConv;
always @ (*) begin
	case(hexVal)
		4'h0: hexConv = deci ? (8'hc0 - 8'h80) : 8'hc0;
		4'h1: hexConv = deci ? (8'hf9 - 8'h80) : 8'hf9;
		4'h2: hexConv = deci ? (8'ha4 - 8'h80) : 8'ha4;
		4'h3: hexConv = deci ? (8'hb0 - 8'h80) : 8'hb0;
		4'h4: hexConv = deci ? (8'h99 - 8'h80) : 8'h99;
		4'h5: hexConv = deci ? (8'h92 - 8'h80) : 8'h92;
		4'h6: hexConv = deci ? (8'h82 - 8'h80) : 8'h82;
		4'h7: hexConv = deci ? (8'hf8 - 8'h80) : 8'hf8;
		4'h8: hexConv = deci ? (8'h80 - 8'h80) : 8'h80;
		4'h9: hexConv = deci ? (8'h98 - 8'h80) : 8'h98;
		4'ha: hexConv = deci ? (8'h88 - 8'h80) : 8'h88;
		4'hb: hexConv = deci ? (8'h83 - 8'h80) : 8'h83;
		4'hc: hexConv = deci ? (8'ha7 - 8'h80) : 8'ha7;
		4'hd: hexConv = deci ? (8'ha1 - 8'h80) : 8'ha1;
		4'he: hexConv = deci ? (8'h86 - 8'h80) : 8'h86;
		4'hf: hexConv = deci ? (8'h8e - 8'h80) : 8'h8e;
		default: hexConv = 8'hff;
	endcase
end
endmodule
==> design/flow/run.sh <==
#!/bin/bash
# OpenROAD 26Q1-2900-gdf79404cd8, Yosys 0.63+post, stock flow scripts
make -C /OpenROAD-flow-scripts/flow DESIGN_CONFIG=/design/flow/config.mk WORK_HOME=/design/flow/orfs finish
==> design/flow/config.mk <==
export PLATFORM = sky130hd
export DESIGN_NAME = hex_disp
export DESIGN_NICKNAME = hex_disp
export VERILOG_FILES = /design/flow/design.v
export SDC_FILE = /design/flow/constraint.sdc
export NUM_CORES = 4
export LEC_CHECK = 1
export CORE_AREA = 10 10 70 70
export DIE_AREA = 0 0 80 80
==> design/flow/constraint.sdc <==
current_design hex_disp

set clk_period 1.4
set clk_io_pct 0.2

create_clock -name clk0 -period $clk_period

set non_clock_inputs [all_inputs -no_clocks]
set_input_delay [expr $clk_period * $clk_io_pct] -clock clk0 $non_clock_inputs
set_output_delay [expr $clk_period * $clk_io_pct] -clock clk0 [all_outputs]
==> results_dict.tcl <==
# yosys + openroad results
set metrics [dict create \
    total_power_w 0.000130 \
    crit_type "input pin to primary output" \
    synth_top_area_share_pct 17.4 \
    vias 291 \
    flop_area_um2 0 \
    ys_warn_count 1 \
    worstPathArrival_ns 1.14 \
    area_leaders "buf_6 17%, nand2_1 9.7%, a21oi_1 7.7%" \
    layout_setup_ws_ns -0.0190 \
    maxClockFrequency_mhz 705 \
    status "finished with violations" \
    vias_per_cell 3.03 \
    post-route-util_pct 13.8 \
    required_ns 1.12 \
    p_per_area_nw_per_um2 277 \
    grt_usage_pct 2.59 \
    cts_hold_buf 0 \
    ir_drop_uv 53.7 \
    grt_start_max_net_pins 10 \
    maxCapViolCount 0 \
    initCoreUtil_pct 5.68 \
    grt_first_pass_wirelength_mm 1.39 \
    fin_crit_ns 1.42 \
    syn_avg_cell_area_um2 6.46 \
    grt_overflow 0 \
    finalInstanceArea_um2 470 \
    netlist_instances 30 \
    dpl_cell_area_um2 400 \
    ys_area_um2 194 \
    n_clock_buffer 0 \
    coreArea_um2 3420 \
    routedWlPerCell_um 8.86 \
    slew_headroom_pct 87.9 \
    syn2layout_area_growth_pct 143 \
    num_antenna_cells 0 \
    yosysSeqAreaShare_pct 0 \
    drtPass1Iterations 4 \
    min_to "hexDisp[3]" \
    rows 21 \
    synthDistinctLibCells 18 \
    flops 0 \
    setup_viol 1 \
    die_w_um 80 \
    drt_iter0_drc 67 \
    drv_slew 0 \
    final.period_utilization_pct 101 \
    hold_path_depth 4 \
    finalHoldViolations 0 \
    n_fill_cell 397 \
    crit_path_end_kind "primary output" \
    placed_cells 93 \
    synth_top_cell_by_area "buf_6" \
    path_max_fanout 6 \
    cp-start-kind "input pin" \
    dpl.hpwl_um 661 \
    warnings 34 \
    drive_gt1_share_pct 56.0 \
    rsz0062_at_grt "yes" \
    yosys_cells 30 \
    dp_slack_ns -0.802 \
    antenna_left 0 \
    stdcell_count 96 \
    die_area_um2 6400 \
    num_io_pins 13 \
    wirelength_um 851 \
    die_y_um 80 \
    place.gp.congestion 0.761 \
    cellLeakagePower_nw 0.206 \
    failed_checks "negative setup slack" \
    grt_pass1_vias 279 \
    worst_pin_slew_ns 0.180 \
    hold_start "hexVal[0]" \
    synth_area_um2 194 \
    antenna_found_initial 0 \
    port_buffers 13 \
    holdCritPathClass "input pin to primary output" \
    drc 0 \
]
-- worst max-delay path: stages --
cell and delay (ns):
buf_12 0.11, or2b_1 0.19, buf_4 0.12, a21oi_2 0.04, a311o_1 0.28, buf_2 0.12
-- stage by stage --
stage | hold slack, ns | TNS, ns
after floorplan | 0.569 | 0
after global placement | 1.45 | -5.06
after detailed placement | 1.44 | -5.12
after CTS | 1.01 | -0.00903
after global routing | 1.00 | -0.0508
final | 0.972 | -0.0190
-- power by group --
part	total (W)	switching, W	leakage (nW)	internal, W
logic	0.000130	0.0000518	0.206	0.0000783
clock network	0	0	0	0
registers	0	0	0	0
-- layer usage --
layer	share of wire, %	GRT usage (%)	up-vias
met4	0	0	0
met3	5.3	0.114	0
met5	0	0	-
met1	53	4.22	130
met2	41	3.77	15
li1	-	-	146
-- cell type report --
class                      count  area [um^2]  area share (%)
multi-input combinational     24          196            41.8
inverter                       3         13.8            2.93
tap                           46         57.6            12.2
timing repair buffer          23          203            43.1
-- layout by cell type (no fill, tap or decap), types with 2 or more instances in the layout --
cell type	netlist	final
buf_4	0	10
dlygate4sd2_1	0	5
nand2_1	5	4
buf_6	3	3
nor2b_4	0	2
inv_1	3	2
a21oi_1	3	2
a21oi_2	1	2
-- worst max-delay path by stage --
stage,start,endpoint,slack (ns),cells past startpoint
finish,hexVal[2],hexDisp[1],-0.02,6
global route,hexVal[2],hexDisp[1],-0.05,6
CTS,hexVal[2],hexDisp[1],-0.009,6
-- synthesized netlist by cell type --
library cell / number
a211oi_1: 1
a21oi_1: 3
a21oi_2: 1
a22o_1: 1
a311o_1: 1
a31o_2: 1
a31oi_1: 1
buf_6: 3
inv_1: 3
nand2_1: 5
nor2_1: 2
nor2b_1: 2
nor3_1: 1
nor3b_2: 1
o21ai_0: 1
o22ai_1: 1
or2b_1: 1
xnor2_1: 1
-- logic make-up (layout without fill, tap and decap cells) --
family | after synthesis | count (layout) | synth area share, %
AND/OR/NAND/NOR | 12 | 12 | 32.9
XOR/XNOR | 1 | 1 | 4.52
AND-OR/OR-AND | 11 | 11 | 39.4
buffers and inverters | 6 | 26 | 23.2
-- what timing repair did --
item	CTS	global route
gates resized	52	2
pin swaps	8	1
setup endpoints to repair	8	3
buffers inserted	3	0
Power is estimated from default activity; no workload was simulated.
